===== design/flow/config.mk =====
export PLATFORM = sky130hd
export DESIGN_NAME = Main_Control
export DESIGN_NICKNAME = Main_Control
export VERILOG_FILES = /design/flow/design.v
export SDC_FILE = /design/flow/constraint.sdc
export NUM_CORES = 4
export LEC_CHECK = 1
export CORE_AREA = 10 10 70 70
export DIE_AREA = 0 0 80 80

===== design/flow/constraint.sdc =====
current_design Main_Control

set clk_period 1.1
set clk_io_pct 0.2

create_clock -name clk0 -period $clk_period

set non_clock_inputs [all_inputs -no_clocks]
set_input_delay [expr $clk_period * $clk_io_pct] -clock clk0 $non_clock_inputs
set_output_delay [expr $clk_period * $clk_io_pct] -clock clk0 [all_outputs]

===== design/flow/design.v =====
module Main_Control (Opcode, Turn_OFF, stall, Flags, Call, jump_F, JR_F, LZ, GZ, BZ);	
	input wire [5:0] Opcode;
	input wire Turn_OFF;
	input wire stall;  
	output reg [7:0] Flags;  
    output Call, jump_F, JR_F, LZ, GZ, BZ;
    reg [11:0] rom [0:31];
    reg [11:0] rom_out;
    initial begin
        rom[5'h00] = 12'h020;   
        rom[5'h01] = 12'h020;   
        rom[5'h02] = 12'h020;   
        rom[5'h03] = 12'h020;   
        rom[5'h04] = 12'h038;   
        rom[5'h05] = 12'h038;   
        rom[5'h06] = 12'h03D;   
        rom[5'h07] = 12'h05A;   
        rom[5'h08] = 12'h03d;   
        rom[5'h09] = 12'h05a;   
        rom[5'h0a] = 12'h198;   
        rom[5'h0b] = 12'h298;   
        rom[5'h0c] = 12'h498;   
        rom[5'h0d] = 12'h898;   
        rom[5'h0e] = 12'h000;   
        rom[5'h0f] = 12'h000;   
    end
    always @(*) begin
        rom_out = rom[Opcode];
    end
    always @(*) begin
        if (stall)
            Flags = 8'h00;
        else
            Flags = rom_out[7:0]; 
    end				 
	assign BZ     = (Opcode == 5'h0a);
    assign GZ     = (Opcode == 5'h0b);
    assign LZ     = (Opcode == 5'h0c); 
	assign JR_F   = (Opcode == 5'h0d);
    assign jump_F = (Opcode == 5'h0e);
	assign Call    = (Opcode == 5'h0f);
endmodule	

===== design/flow/run.sh =====
#!/bin/bash
# OpenROAD 26Q1-2900-gdf79404cd8, Yosys 0.63+post, stock flow scripts
make -C /OpenROAD-flow-scripts/flow DESIGN_CONFIG=/design/flow/config.mk WORK_HOME=/design/flow/orfs finish

==> metrics.yaml <==
clock_buffers: 0
area.growth.synth_to_final_pct: 236.1
setup_ws_ns: -0.3474
ios: 22
worst_slew_pin_slew_ns: 0.2144
switching_share_pct: 39.53
grt_max_degree: 7
pwr-share-comb_pct: 100.0
crit_fanout: 2
utilization_pct: 19.08
min_delay_worst_endpoint: "GZ"
setup_viol: 12
port_buffers: 21
dr.first_iter.drc_count: 5
dieHeight_microns: 80
power.density_mw_per_mm2: 295.9
final-max-slew-violation-count: 0
drt_wl_total_microns: 1077
finalCriticalPeriod_ns: 1.447
grt_remaining_overflow: 0
antenna_found_initial: 0
yosysUniqueCellTypes: 16
violations: "negative setup slack"
post-route-period-util_pct: 131.6
power.sequential.fraction_pct: 0
fp_util_pct: 5.678
holdCritPathClass: "in2out"
yosysWarnings: 1
drt-pass1-iter-count: 2
synth_cells: 29
n_sequential_cell: 0
synth_area_leader_cell: "buf_4"
row_count: 21
maxClockFrequency_mhz: 690.9
p_int_mw: 0.1166
cp-end-kind: "output port"
via_count: 349
core_sq_mm: 0.003416
status: "finished, violations left"
via_per_inst: 3.292
antenna_left: 0
wl_per_cell_microns: 10.16
finalHoldViolations: 0
clockPowerShare_pct: 0
rsz0062_at_grt: "true"
drc: 0
place.detailed.hpwl_microns: 782.3
ys_top_cells_by_area: "buf_4 15%, nor2_1 14%, nand4bb_1 12%, a211oi_1 7.7%, or4b_4 7.1%"
ys_cells: 29
crit_type: "in2out"
yosys_area_sq_um: 193.9
cp-start-kind: "primary input"
crit_required_ns: 0.88
arrival_ns: 1.23
total_power_mw: 0.1929
common_cells: "7 x nor2_1, 4 x buf_4"
tool_warnings: 36
die_x_microns: 80
power_switching_mw: 0.07625
globalplace.congestion: 0.6974
register_area_sq_um: 0
irDropWorstVdd_v: 0.00004452
cap_violations: 0
slew_headroom_pct: 85.62
drive_gt1_share_pct: 91.67
total_leakage_power_nw: 0.2869
min_from: "Opcode[0]"
worstHoldPathCells: 4
synth.avg_cell_area_sq_um: 6.687
grt_use_total_pct: 3.209
die-area_sq_mm: 0.006400
grt_pass1_vias: 387
synth-seq-area-share_pct: 0
yosysMostFrequentCell: "nor2_1"
syn_area_sq_um: 193.9
grt_pass1_wl_microns: 1780
antenna_cells: 0
top_cell_area_share_pct: 15.48
critical path, stage by stage:
cell	delay, ns
buf_6	0.09
or4b_4	0.54
buf_6	0.14
a21oi_4	0.12
buf_2	0.11
area by class of cell:
cell class	instances	area [sq um]
fill	368	2764
timing repair buffer	35	300.3
tap	46	57.56
multi-input combinational	25	294.0
how the worst max path moves through the flow:
| stage | startpoint | to |
|---|---|---|
| after CTS | stall | Flags[2] |
| after global routing | stall | Flags[0] |
| final | stall | Flags[0] |
kinds of logic after synthesis:
family          synth area share [%]
simple gates                   57.43
compound gates                 20.64
buf+inv                        15.48
fa+ha+maj                      6.451
routing by layer:
layer  part of all wire, %  routed length, microns  up-vias  GRT usage, %
li1                      -                       -      171             -
met1                    38                     412      163         3.362
met2                    49                     523       15         6.100
met3                    13                     141        0         1.364
met4                     0                       0        0             0
met5                     0                       0        -             0
power by group through the flow:
stage	Sequential (mW)	Clock, mW	Combinational, mW
4_1_cts	0	0	0.160
5_1_grt	0	0	0.208
6_report	0	0	0.193
per-stage QoR:
stage / cell area [sq um] / hold WS [ns] / worst slack, ns / TNS, ns / instances
2_1_floorplan: 205.2 / 0.4535 / -0.1327 / -0.2578 / 29
3_3_place_gp: 488.0 / 1.499 / -1.015 / -12.70 / 99
3_5_place_dp: 488.0 / 1.505 / -1.052 / -12.90 / 99
4_1_cts: 584.3 / 0.7637 / -0.3556 / -2.456 / 108
5_1_grt: 651.9 / 0.7851 / -0.3779 / -2.570 / 106
6_report: 651.9 / 0.7654 / -0.3474 / -2.049 / 106
repair_timing:
action,in CTS,in global routing
setup endpoints to repair,14,14
hold buffers,0,0
pin swaps,20,12
buffers inserted,9,1
gates resized,99,22
placed cells by master (no fill, tap or decap):
cell and instances:
a211oi_2 1, a211oi_4 1, a21boi_2 1, a21o_1 1
a21oi_4 1, buf_2 14, buf_4 3, buf_6 14
buf_8 3, clkbuf_2 1, ha_4 1, nand2_2 1
nand2_4 1, nand2b_4 1, nand4bb_1 1, nand4bb_4 1
nor2_1 2, nor2_2 4, nor2_4 1, nor3_4 2
o21ai_1 1, or3_4 1, or3b_4 1, or4b_4 2
No activity file was given, so power comes from the tool's default toggle rates.
