[design.v]
module forward_and_stall(rs, rd2, rd3, rd4, rt, rw2, rw3, rw4, op_code, stall, fwb, fwa);
	input [3:0] rs, rd2, rd3, rd4, rt;
	input rw2, rw3, rw4;
	input [5:0] op_code;
	output [1:0] fwa, fwb;
	output stall;
	wire null_wire;
	wire cmp_rs2, cmp_rs3, cmp_rs4, cmp_rt2, cmp_rt3, cmp_rt4;
	wire and_rs2, and_rs3, and_rs4, and_rt2, and_rt3, and_rt4;
	wire [1:0] rs_zero_buf, rs_one_buf, rs_two_buf, rs_three_buf;
	wire [1:0] rt_zero_buf, rt_one_buf, rt_two_buf, rt_three_buf;
	wire lw_op_code;
	assign cmp_rs2 = (rs == rd2);
	assign cmp_rs3 = (rs == rd3);
	assign cmp_rs4 = (rs == rd4);
	assign cmp_rt2 = (rt == rd2);
	assign cmp_rt3 = (rt == rd3);
	assign cmp_rt4 = (rt == rd4);
	assign and_rs2 = (cmp_rs2 & rw2);
	assign and_rs3 = (cmp_rs3 & rw3);
	assign and_rs4 = (cmp_rs4 & rw4);
	assign and_rt2 = (cmp_rt2 & rw2);
	assign and_rt3 = (cmp_rt3 & rw3);
	assign and_rt4 = (cmp_rt4 & rw4);
	assign rs_zero_buf = (~(and_rs2 | and_rs3 | and_rs4)) ? 2'b00 : 2'b00;
	assign rs_one_buf = (and_rs2) ? 2'b01 : 2'b00;
	assign rs_two_buf = (~and_rs2 & and_rs3) ? 2'b10 : 2'b00;
	assign rs_three_buf = (~and_rs2 & ~and_rs3 & and_rs4) ? 2'b11 : 2'b00;
	assign rt_zero_buf = (~(and_rt2 | and_rt3 | and_rt4)) ? 2'b00 : 2'b00;
	assign rt_one_buf = (and_rt2) ? 2'b01 : 2'b00;
	assign rt_two_buf = (~and_rt2 & and_rt3) ? 2'b10 : 2'b00;
	assign rt_three_buf = (~and_rt2 & ~and_rt3 & and_rt4) ? 2'b11 : 2'b00;
	assign fwa = rs_three_buf | rs_one_buf | rs_two_buf | rs_zero_buf;
	assign fwb = rt_three_buf | rt_one_buf | rt_two_buf | rt_zero_buf;
	assign lw_op_code = (op_code == 'd6 | op_code == 'd8);
	assign stall = (lw_op_code & and_rs2) | (lw_op_code & and_rt2);
endmodule
module test_forward_and_stall;
	wire [1:0] fwa, fwb; wire stall;
	reg [3:0] rs, rd2, rd3, rd4, rt;
	reg rw2, rw3, rw4;
	reg [5:0] op_code;
	forward_and_stall fas(rs, rd2, rd3, rd4, rt, rw2, rw3, rw4, op_code, stall, fwb, fwa);
	initial begin
		{rs, rd2, rd3, rd4, rt, rw2, rw3, rw4, op_code} = 0;
		#10	  
		rw2 = 1; rw3 = 1;  
		#10	  
		rw2 = 0;  
		#10	  
		rt = 4'b0010;  
		#10	 
		rd3 = 4'b0010;  
		#10	 
		rs = 4'd3; rt = 4'd5;
		rd2 = 4'd1; rd3 = 4'd2; rd4 = 4'd6;
		rw2 = 1; rw3 = 1; rw4 = 1;  
		#10	 
		rs = 4'd6; rt = 4'd5;
		rd2 = 4'd1; rd3 = 4'd2; rd4 = 4'd6;
		rw2 = 1; rw3 = 1; rw4 = 1;  
		#10	 
		rs = 4'd2; rt = 4'd5;
		rd2 = 4'd1; rd3 = 4'd2; rd4 = 4'd2;
		rw2 = 0; rw3 = 1; rw4 = 1;  
		#10  
		rs = 4'd1; rt = 4'd5;
		rd2 = 4'd1; rd3 = 4'd2; rd4 = 4'd1;
		rw2 = 1; rw3 = 0; rw4 = 1;	 
		#10	 
		rs = 4'd0; rt = 4'd3;
		rd2 = 4'd1; rd3 = 4'd3; rd4 = 4'd4;
		rw2 = 1; rw3 = 1; rw4 = 0;  
		#10	 
		rs = 4'd2; rt = 4'd4;
		rd2 = 4'd7; rd3 = 4'd2; rd4 = 4'd4;
		rw2 = 0; rw3 = 1; rw4 = 1;  
		#10
		rs = 4'd3; rt = 4'd5;
		rd2 = 4'd5; rd3 = 4'd3; rd4 = 4'd3;
		rw2 = 1; rw3 = 0; rw4 = 0;  
	end
	initial begin
		$monitor("Time: %d Rs: %d, Rt: %d, Rd2: %d, Rd3: %d, Rd4: %d, {Rw2, Rw3, Rw4}: %b\n FWA: %b, FWB: %b \n", $time, rs, rd2, rd3, rd4, rt, {rw2, rw3, rw4}, fwa, fwb);  
	end
endmodule
[run.sh]
#!/bin/bash
# OpenROAD 26Q1-2900-gdf79404cd8, Yosys 0.63+post, stock flow scripts
make -C /OpenROAD-flow-scripts/flow DESIGN_CONFIG=/design/flow/config.mk WORK_HOME=/design/flow/orfs finish
[config.mk]
export PLATFORM = sky130hd
export DESIGN_NAME = forward_and_stall
export DESIGN_NICKNAME = forward_and_stall
export VERILOG_FILES = /design/flow/design.v
export SDC_FILE = /design/flow/constraint.sdc
export NUM_CORES = 4
export LEC_CHECK = 1
export CORE_AREA = 10 10 70 70
export DIE_AREA = 0 0 80 80
[constraint.sdc]
current_design forward_and_stall

set clk_period 2.3
set clk_io_pct 0.2

create_clock -name clk0 -period $clk_period

set non_clock_inputs [all_inputs -no_clocks]
set_input_delay [expr $clk_period * $clk_io_pct] -clock clk0 $non_clock_inputs
set_output_delay [expr $clk_period * $clk_io_pct] -clock clk0 [all_outputs]
==> flow_metrics.tcl <==
# yosys + openroad results
set metrics [dict create \
    worst_hold_path.endpoint "fwa[1]" \
    holdCritPathClass "primary input to output pin" \
    synthCells 52 \
    power.switching_mw 0.05159 \
    grt_max_degree 5 \
    relSlewSlack_pct 78.84 \
    ys.warnings.count 0 \
    fp_util_pct 10.59 \
    cp-end-kind "output pin" \
    wl_per_cell_um 11.23 \
    ios 34 \
    core.rowCount 21 \
    worst_slew_pin_slew_ps 317.4 \
    setup_viol 0 \
    drv_slew 0 \
    grt_pass1_wl_mm 2.594 \
    clkPwrFrac_pct 0 \
    swShare_pct 39.27 \
    path_max_fanout 2 \
    via_per_inst 3.585 \
    path_class "primary input to output pin" \
    nFillCells 374 \
    drive_above_1_share_pct 31.68 \
    place_congestion 0.8122 \
    hold_slack_ps 1592 \
    wl_mm 1.651 \
    avgSynthCellArea_um2 6.954 \
    num_antenna_cells 0 \
    dp.cells 146 \
    cap_viol_max_count 0 \
    warning_count 32 \
    ir_worst_vdd_mv 0.06438 \
    final_antenna_net_count 0 \
    drc 0 \
    hold_viol_final 0 \
    final_cell_mix "buf_4 (15), xor2_1 (14), dlygate4sd2_1 (12), clkdlybuf4s50_1 (9), clkdlybuf4s15_2 (5)" \
    instances_no_fill 147 \
    holdPathStages 6 \
    design.seq.count 0 \
    synth_area_um2 361.6 \
    vias 527 \
    leakage_nw 0.4221 \
    finalSetupTns_ps 0 \
    grt_pass1_vias 541 \
    layout_setup_ws_ps 89.04 \
    io_buffers 34 \
    dpl.hpwl_mm 1.515 \
    synthDistinctLibCells 21 \
    rsz0062_at_grt "false" \
    die_w_um 80 \
    track_usage_pct 4.964 \
    arrival_ps 1750 \
    finish.utilization_pct 25.75 \
    coreArea_um2 3416 \
    lay_top_count "buf_4" \
    crit_path_start_kind "primary input" \
    dp_slack_ps -552.6 \
    finalCritPeriodShare_pct 96.13 \
    synth_seq_share_pct 0 \
    clkbuf_count 0 \
    grt.overflow.total 0 \
    area_growth_pct 143.3 \
    clock.fmax_ghz 0.4523 \
    power_density_nw_per_um2 149.3 \
    p_seq_share_pct 0 \
    combPwrFrac_pct 100.0 \
    yosysChipArea_um2 361.6 \
    drt_iter0_markers 7 \
    intPower_mw 0.07977 \
    antenna_found_initial 0 \
    cp.required_ps 1840 \
    dr.pass1.iters 4 \
    register_area_um2 0 \
    fp.dieArea_um2 6400 \
    ys_cells 52 \
    status "finished, final reports clean" \
    period_minus_slack_ps 2211 \
    die_h_um 80 \
    min_from "rs[1]" \
]
==> kinds of logic (layout without fill, tap and decap cells) <==
logic type,after synthesis,count (layout),share of synthesized area [%]
buf+inv,5,54,5.188
simple gates,19,19,28.38
compound gates,10,10,22.84
xor+xnor,18,18,43.60
==> metal layers <==
layer  global-route usage (%)  routed length (um)
met1                    6.922                 741
met2                    7.303                 682
met3                    2.159                 227
met4                        0                   0
met5                        0                   0
==> metrics by stage <==
| stage | power (mW) | area [um2] |
|---|---|---|
| 6_report | 0.1314 | 879.6 |
| 5_1_grt | 0.1437 | 879.6 |
| 4_1_cts | 0.1331 | 888.4 |
| 3_5_place_dp | 0.1372 | 864.6 |
| 3_3_place_gp | 0.1364 | 864.6 |
| 2_1_floorplan | 0.04116 | 361.6 |
==> timing repair <==
action / 4_1_cts / 5_1_grt
pin swaps: 13 / 4
endpoints found under the setup margin: 5 / 4
gates resized: 53 / 3
hold buffers: 0 / 0
setup buffers: 1 / 0
==> power groups by stage <==
stage | combinational (mW) | sequential [mW] | clock (mW)
finish | 0.131 | 0 | 0
global route | 0.144 | 0 | 0
CTS | 0.133 | 0 | 0
==> worst max-delay path: stages <==
cell	delay, ps
clkdlybuf4s50_1	480
o2111ai_1	100
or3_4	350
a41o_1	180
clkdlybuf4s15_1	170
==> final cells by class <==
type                       count  area [um2]  area share, %
tap                           46       57.56          6.543
timing repair buffer          49       424.2          48.22
multi-input combinational     47       379.1          43.10
inverter                       5       18.77          2.134
==> worst max path at each step <==
| stage | startpoint | to | slack [ps] | cells past startpoint |
|---|---|---|---|---|
| 5_1_grt | rd2[0] | fwb[0] | 0.3 | 7 |
| 4_1_cts | rd3[1] | fwa[0] | 60 | 6 |
| 6_report | rw3 | fwa[0] | 90 | 5 |
==> cells in the mapped netlist <==
library cell	count	area (um2)
a221o_1	1	10.01
nand2_1	3	11.26
nor3b_1	1	7.510
or2b_1	1	7.510
o2111ai_1	2	17.52
nor2_1	1	3.750
nor3_1	4	20.02
a21oi_1	2	10.01
a41o_1	2	20.02
nor2b_1	1	6.260
a222oi_1	1	10.01
o211a_1	1	10.01
nand2b_1	3	18.77
xnor2_1	4	35.03
o21ai_0	1	5.000
inv_2	1	3.750
inv_1	4	15.01
nor4_1	1	6.260
nand3_1	3	15.01
or3_1	1	6.260
xor2_1	14	122.6
Power figures rest on the tool's default switching activity, not on a simulated workload.
