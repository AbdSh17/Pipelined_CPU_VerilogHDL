## design/flow/run.sh

```bash
#!/bin/bash
# OpenROAD 26Q1-2900-gdf79404cd8, Yosys 0.63+post, stock flow scripts
make -C /OpenROAD-flow-scripts/flow DESIGN_CONFIG=/design/flow/config.mk WORK_HOME=/design/flow/orfs finish
```

## design/flow/config.mk

```make
export PLATFORM = sky130hd
export DESIGN_NAME = ALU
export DESIGN_NICKNAME = ALU
export VERILOG_FILES = /design/flow/design.v
export SDC_FILE = /design/flow/constraint.sdc
export NUM_CORES = 4
export LEC_CHECK = 1
export CORE_UTILIZATION = 40
```

## design/flow/constraint.sdc

```tcl
current_design ALU

set clk_period 29.2
set clk_io_pct 0.2

create_clock -name clk0 -period $clk_period

set non_clock_inputs [all_inputs -no_clocks]
set_input_delay [expr $clk_period * $clk_io_pct] -clock clk0 $non_clock_inputs
set_output_delay [expr $clk_period * $clk_io_pct] -clock clk0 [all_outputs]
```

## design/flow/design.v

```verilog
module ALU(input_1, input_2, alu_op, zero_falg, negative_flag, output_0);
	parameter n = 32;
	localparam OR = 2'b00, ADD = 2'b01, SUB = 2'b10, CMP = 2'b11;
	input [n - 1:0] input_1, input_2; input [1:0] alu_op;
	output reg zero_falg, negative_flag;    
	output reg [n - 1: 0] output_0; 
	always @(*)
		begin
			case (alu_op)
				OR:
					output_0 = input_1 | input_2;
				ADD: 
					output_0 = input_1 + input_2;
				SUB:
					output_0 = input_1 - input_2;
				CMP:
				begin
					if (input_1 == input_2)
						output_0 = 0;
					else if (input_1 < input_2)
						output_0 = -1;
					else if (input_1 > input_2)
						output_0 = 1;
					zero_falg = input_1 == input_2;
					negative_flag = input_1 < input_2;
				end
			endcase
		end
endmodule	 
module test_ALU;
	parameter n = 32;
	reg [n - 1:0] input_1, input_2; reg [1:0] alu_op; 
	wire [n - 1: 0] output_0;
	wire zero_falg, negative_flag;
	ALU f1(input_1, input_2, alu_op, zero_falg, negative_flag, output_0);
	initial begin
		{input_2, input_1} = 64'b0;
		alu_op = 2'b11;
		repeat(64) 
			begin
				#10 input_1 += 1; input_2 += 2;
			end
	end		   
	initial 
		begin
		   $monitor("time: %d, %d -- %d, OP: %d ____ Resault: %d", $time, input_2, input_1, alu_op, output_0);  
		end
endmodule
```

==> flow_metrics.tcl <==
# place-and-route summary
set metrics [dict create \
    status "completed" \
    wire_per_inst_microns 15.7 \
    cts_hold_buf 0 \
    grt_pass1_wl_microns 26100 \
    slowest_stage "nand2b_1" \
    ys_area_sq_um 5370 \
    async_flop_share_pct 0 \
    untimed_endpoints 36 \
    dr_total_vias 5523 \
    setup_tns_ns 0 \
    antenna_found_initial 0 \
    syn_area_per_cell_sq_um 7.05 \
    leakage_nw 3.07 \
    drc 0 \
    initCoreUtil_pct 41.8 \
    grt_setup_unrepaired "false" \
    place_congestion 0.950 \
    utilization_pct 51.0 \
    yosys_most_used_dff "dlxtn_1" \
    drtIter0Drc 413 \
    fin_crit_sh_pct 56.4 \
    grt_overflow_total 0 \
    layout-drive-gt1-share_pct 2.81 \
    grt_pass1_vias 4991 \
    drtAntennaViolNets 0 \
    power_mw 0.126 \
    required_ns 23.36 \
    yosysWarnings 1 \
    hold_viol 0 \
    crit_path_cell_trace "clkdlybuf4s50_1, inv_1, ha_1, nor4_2, nand2_1, nor4_1, o41ai_1, a21oi_1, nand2b_1, nand2_1, a211oi_1, a21oi_1, dlxtn_1, clkdlybuf4s50_1" \
    numSynthFlops 34 \
    grt_use_total_pct 23.4 \
    unclocked_regs 34 \
    die_h_microns 118 \
    synth.area.top_cells "ha_1 (22%), dlxtn_1 (9.5%), a21oi_1 (7.8%)" \
    chipArea_sq_um 13900 \
    cp-start-kind "input port" \
    areaGrowthSynthToFinish_pct 21.8 \
    netlist_instances 761 \
    ys_types 73 \
    die_x_microns 118 \
    path_max_fanout 14 \
    end_kind "primary output" \
    crit_arrival_ns 10.63 \
    grt_start_max_net_pins 44 \
    ios 100 \
    slowest_delay_ns 0.69 \
    postCtsSetupBuffers 0 \
    crit_type "in -> out" \
    syn_area_sq_um 5370 \
    yosys-stat-cells 761 \
    powerDensity_nw_per_um2 19.3 \
    fmax_ghz 0.0607 \
    setup.worst_path.end "output_0[19]" \
    core_sq_um 12800 \
    antenna_cells 0 \
    finalSetupViolations 0 \
    cts_resized 0 \
    slew_headroom_pct 37.6 \
    lay_top_count "clkdlybuf4s50_1" \
    viasPerCell 5.38 \
    period_minus_slack_ns 16.47 \
    yosys.area.top_type "ha_1" \
    port_buffers 100 \
    edf_count 0 \
    warning_count 95 \
    nFillCells 1275 \
    maxCapViolations 0 \
    drv_slew 0 \
    drtPass1Iterations 5 \
    drt-total-wl_microns 16100 \
    layout_top_cells "clkdlybuf4s50_1 (100), ha_1 (95), inv_1 (93)" \
    row_count 41 \
    tightest_slew_ns 0.933 \
    dp_hpwl_microns 12900 \
    startpoint "input_1[16]" \
    netlist.area_leader.share_pct 22.2 \
    vdd_ir_drop_max_uv 7.56 \
]
flip-flops by register name, summed over array words and instances (netlist names):
signal and flops:
output_0 32, negative_flag 1, zero_falg 1
where the power goes:
part,total [mW],switching (mW),internal (mW)
Combinational,0.118,0.0652,0.0526
Sequential,0.00811,0.000920,0.00718
Clock,0,0,0
Total,0.126,0.0661,0.0598
per-layer routing:
layer,share of wire (%),global-route usage [%],vias to the layer above
met5,0,0,-
met1,49,36.4,2487
met2,45,36.8,184
met3,5.8,1.28,15
met4,0.97,1.92,0
li1,-,-,2837
critical path: cells and delay by family:
| family | cells | cell delay [ns] |
|---|---|---|
| and+or+nand+nor | 5 | 2.16 |
| latches | 1 | 0.25 |
| adders and majority gates | 1 | 0.47 |
| buffers and inverters | 3 | 0.97 |
| AOI/OAI and AO/OA | 4 | 0.93 |
per-stage QoR:
stage	setup slack [ns]	cells	area [sq um]
floorplan	14.87	792	5480
global placement	12.78	1026	6540
detailed placement	12.77	1026	6540
CTS	12.78	1026	6540
global route	12.45	1026	6540
finish	12.73	1026	6540
final cells by class:
cell class | instances | area (sq um) | share of cell area [%]
Inverter | 93 | 349 | 5.34
Multi-Input combinational cell | 623 | 4430 | 67.8
Sequential cell | 34 | 510 | 7.81
Tap cell | 172 | 215 | 3.29
Timing Repair Buffer | 104 | 1030 | 15.8
cells by family after synthesis:
kind of cell,after synthesis,share of synthesized area (%)
muxes,7,1.40
adders and majority gates,97,22.9
latches,34,9.51
AOI/OAI and AO/OA,262,32.8
other,1,0.0699
xor gates and xnor gates,37,6.04
and+or+nand+nor,188,17.1
buffers and inverters,135,10.1
cell usage after synthesis (all sizes together), types with 5 or more instances:
| cell type | number |
|---|---|
| a211oi | 14 |
| a21boi | 6 |
| a21o | 16 |
| a21oi | 84 |
| a221oi | 7 |
| a22oi | 5 |
| a31oi | 6 |
| a32oi | 6 |
| buf | 21 |
| clkbuf | 21 |
| dlxtn | 34 |
| ha | 95 |
| inv | 93 |
| nand2 | 52 |
| nand2b | 10 |
| nand3 | 14 |
| nand4 | 5 |
| nor2 | 67 |
| nor2b | 7 |
| nor3 | 12 |
| nor4 | 9 |
| o21a | 6 |
| o21ai | 38 |
| o21bai | 14 |
| o221ai | 7 |
| o22ai | 7 |
| o31ai | 9 |
| xnor2 | 28 |
| xor2 | 9 |
Power and IR drop assume default switching activity.
